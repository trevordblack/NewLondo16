===== flow/config.mk =====
export PLATFORM = sky130hd
export DESIGN_NAME = reg_read_arbitration
export DESIGN_NICKNAME = reg_read_arbitration
export VERILOG_FILES = /design/flow/design.v
export SDC_FILE = /design/flow/constraint.sdc
export NUM_CORES = 4
export LEC_CHECK = 1
export CORE_AREA = 10 10 301 301
export DIE_AREA = 0 0 311 311

===== flow/constraint.sdc =====
current_design reg_read_arbitration

set clk_period 13.3
set clk_io_pct 0.2

create_clock -name clk0 -period $clk_period

set non_clock_inputs [all_inputs -no_clocks]
set_input_delay [expr $clk_period * $clk_io_pct] -clock clk0 $non_clock_inputs
set_output_delay [expr $clk_period * $clk_io_pct] -clock clk0 [all_outputs]

===== flow/design.v =====
module reg_read_arbitration (
	input wire [3:0] get_opnd1,
	input wire is_opnd1,  
	input wire [3:0] get_opnd2,
	input wire is_opnd2,  
	input wire [31:0] r00_Q,
	input wire [31:0] r01_Q,
	input wire [31:0] r02_Q,
	input wire [31:0] r03_Q,
	input wire [31:0] r04_Q,
	input wire [31:0] r05_Q,
	input wire [31:0] r06_Q,
	input wire [31:0] r07_Q,
	input wire [31:0] r08_Q,
	input wire [31:0] r09_Q,
	input wire [31:0] r10_Q,
	input wire [31:0] r11_Q,
	input wire [31:0] r12_Q,
	input wire [31:0] r13_Q,
	input wire [31:0] r14_Q,
	input wire [31:0] r15_Q,
 	input wire [15:0] hold_Q,
 	output wire [31:0] value_opnd1,
 	output wire [31:0] value_opnd2, 
	output wire [1:0] flags
 );
	wire opnd1_held = (get_opnd1 == 4'h0) ? hold_Q[0] : (
		(get_opnd1 == 4'h1) ? hold_Q[01] :
		(get_opnd1 == 4'h2) ? hold_Q[02] :
		(get_opnd1 == 4'h3) ? hold_Q[03] :
		(get_opnd1 == 4'h4) ? hold_Q[04] :
		(get_opnd1 == 4'h5) ? hold_Q[05] :
		(get_opnd1 == 4'h6) ? hold_Q[06] :
		(get_opnd1 == 4'h7) ? hold_Q[07] :
		(get_opnd1 == 4'h8) ? hold_Q[08] :
		(get_opnd1 == 4'h9) ? hold_Q[09] :
		(get_opnd1 == 4'hA) ? hold_Q[10] :
		(get_opnd1 == 4'hB) ? hold_Q[11] :
		(get_opnd1 == 4'hC) ? hold_Q[12] :
		(get_opnd1 == 4'hD) ? hold_Q[13] :
		(get_opnd1 == 4'hE) ? hold_Q[14] : hold_Q[15] );
	wire opnd2_held = (get_opnd2 == 4'h0) ? hold_Q[0] : (
		(get_opnd2 == 4'h1) ? hold_Q[01] :
		(get_opnd2 == 4'h2) ? hold_Q[02] :
		(get_opnd2 == 4'h3) ? hold_Q[03] :
		(get_opnd2 == 4'h4) ? hold_Q[04] :
		(get_opnd2 == 4'h5) ? hold_Q[05] :
		(get_opnd2 == 4'h6) ? hold_Q[06] :
		(get_opnd2 == 4'h7) ? hold_Q[07] :
		(get_opnd2 == 4'h8) ? hold_Q[08] :
		(get_opnd2 == 4'h9) ? hold_Q[09] :
		(get_opnd2 == 4'hA) ? hold_Q[10] :
		(get_opnd2 == 4'hB) ? hold_Q[11] :
		(get_opnd2 == 4'hC) ? hold_Q[12] :
		(get_opnd2 == 4'hD) ? hold_Q[13] :
		(get_opnd2 == 4'hE) ? hold_Q[14] : hold_Q[15] );
	assign flags = {opnd1_held&is_opnd1, opnd2_held&is_opnd2 };
	assign value_opnd1 = (is_opnd1 == 1'b0) ? 32'bZ : (
		(get_opnd1 == 4'h0) ? r00_Q :
		(get_opnd1 == 4'h1) ? r01_Q :			
		(get_opnd1 == 4'h2) ? r02_Q :
		(get_opnd1 == 4'h3) ? r03_Q :
		(get_opnd1 == 4'h4) ? r04_Q :
		(get_opnd1 == 4'h5) ? r05_Q :
		(get_opnd1 == 4'h6) ? r06_Q :
		(get_opnd1 == 4'h7) ? r07_Q :
		(get_opnd1 == 4'h8) ? r08_Q :
		(get_opnd1 == 4'h9) ? r09_Q :
		(get_opnd1 == 4'hA) ? r10_Q :
		(get_opnd1 == 4'hB) ? r11_Q :
		(get_opnd1 == 4'hC) ? r12_Q :
		(get_opnd1 == 4'hD) ? r13_Q :
		(get_opnd1 == 4'hE) ? r14_Q : r15_Q );
	assign value_opnd2 = (is_opnd2 == 1'b0) ? 32'bZ : (
		(get_opnd2 == 4'h0) ? r00_Q :			
		(get_opnd2 == 4'h1) ? r01_Q :
		(get_opnd2 == 4'h2) ? r02_Q :
		(get_opnd2 == 4'h3) ? r03_Q :
		(get_opnd2 == 4'h4) ? r04_Q :
		(get_opnd2 == 4'h5) ? r05_Q :
		(get_opnd2 == 4'h6) ? r06_Q :
		(get_opnd2 == 4'h7) ? r07_Q :
		(get_opnd2 == 4'h8) ? r08_Q :
		(get_opnd2 == 4'h9) ? r09_Q :
		(get_opnd2 == 4'hA) ? r10_Q :
		(get_opnd2 == 4'hB) ? r11_Q :
		(get_opnd2 == 4'hC) ? r12_Q :
		(get_opnd2 == 4'hD) ? r13_Q :
		(get_opnd2 == 4'hE) ? r14_Q : r15_Q );
endmodule

===== flow/run.sh =====
#!/bin/bash
# OpenROAD 26Q1-2900-gdf79404cd8, Yosys 0.63+post, stock flow scripts
make -C /OpenROAD-flow-scripts/flow DESIGN_CONFIG=/design/flow/config.mk WORK_HOME=/design/flow/orfs finish

==> flow_summary.yaml <==
# yosys + openroad results
sta:
  grt_setup_unrepaired: "false"
  max-slew-margin-rel_pct: 34.0
  worstMarginPinSlew_ns: 0.986
  final_max_slew_viol_count: 0
  final-hold-violation-count: 0
  timing.fmax_mhz: 110
  finalSetupTns_ns: 0
  worst_hold_slack_ns: 6.29
  setup_violations: 0
  period_minus_slack_ns: 9.08
  period_used_pct: 68.3
power:
  finalPower_w: 0.000821
  worst_ir_drop_vdd_uv: 16.3
  p_leak_nw: 6.80
  power-per-cell-area_nw_per_um2: 41.4
drt:
  wl_per_cell_um: 36.3
  detailed_routing_iteration_count_for_the_pre_antenna_repair_pass: 8
  vias: 21000
  initialDrtViolationCount: 3017
  drtAntennaViolNets: 0
  routed_wl_um: 133000
  avgViaCountPerCell: 5.72
  drc: 0
yosys:
  yosys_area_um2: 12900
  area_leader_share_pct: 11.0
  ys.warnings.count: 2
  synth_sequential_area_ratio_pct: 0
  main_area_contributors: "sky130_fd_sc_hd__a21oi_1, sky130_fd_sc_hd__o21ai_0, sky130_fd_sc_hd__mux2_2, sky130_fd_sc_hd__o22ai_1, sky130_fd_sc_hd__mux2i_1"
  largest_area_cell: "sky130_fd_sc_hd__a21oi_1"
  syn_area_per_cell_um2: 6.29
  synth.cell_area_um2: 12900
  syn_inst: 2046
  ys_cells: 2046
  ys_types: 76
worst_hold_path:
  worst_hold_path.endpoint: "value_opnd1[22]"
  timing.hold.worst.class: "in2out"
  startpoint_of_the_worst_hold_path: "get_opnd1[1]"
  min_path_cells: 4
layout:
  share_of_the_core_filled_with_cells_pct: 23.6
  sequential_cell_total: 0
  register_area_um2: 0
  area_delta_synth_final_pct: 53.9
  filler_cell_count: 9525
  drive_gt1_share_pct: 10.6
  clkbuf_count: 0
global_routing:
  grt_use_total_pct: 26.1
  grt_start_max_net_pins: 98
  first_global_vias: 19800
  grt-ovfl-total: 0
  grt_first_pass_wirelength_um: 176000
  antenna_found_initial: 79
floorplanning:
  design.core.area_um2: 83800
  die.size.x_um: 311
  initial_utilization_pct: 15.4
  die_area_um2: 96700
  pin_count: 604
  rows: 106
  floorplan.die.height_um: 311
clock_tree:
  cts_hold_buffers: 0
  post_cts_resized: 0
  post-cts-setup-buffer-count: 0
place:
  hpwl_um: 104000
  io_buffers: 604
  place.gp.congestion: 0.982
run:
  max_cap_violations: 0
  log.warning_count: 33
setup_path:
  timing.critical_path.from: "get_opnd1[0]"
  worstSetupPathType: "in2out"
  critical_path_required_ns: 10.64
  worstSetupEndpointType: "output pin"
  arrival_ns: 6.42
  cp-start-kind: "input port"
  critical_path.max_fanout: 80
outcome:
  run_status: "completed"
## critical path: stages
cell and delay, ns:
sky130_fd_sc_hd__buf_8 0.47, sky130_fd_sc_hd__buf_4 0.72, sky130_fd_sc_hd__o21a_1 0.55, sky130_fd_sc_hd__buf_4 0.28
sky130_fd_sc_hd__nor2_1 0.05, sky130_fd_sc_hd__a211oi_1 0.28, sky130_fd_sc_hd__a31oi_1 0.15, sky130_fd_sc_hd__nor3_1 0.55
sky130_fd_sc_hd__clkdlybuf4s50_1 0.60
## cell type report
class / count / area [um^2] / area share (%)
multi-input combinational: 1786 / 11500 / 58.3
timing repair buffer: 684 / 6660 / 33.6
tap: 1134 / 1420 / 7.16
inverter: 28 / 106 / 0.537
antenna: 32 / 80.1 / 0.404
## worst max path at each step
| stage | cells past startpoint | endpoint |
|---|---|---|
| CTS | 9 | value_opnd1[0] |
| global route | 9 | value_opnd1[0] |
| finish | 9 | value_opnd1[0] |
## metrics by stage
step | std cells | worst slack [ns] | area [um^2]
after global routing | 3647 | 4.04 | 19800
final | 3664 | 4.22 | 19800
after detailed placement | 3632 | 4.26 | 19700
after CTS | 3632 | 4.24 | 19700
after floorplan | 2046 | 6.72 | 12900
after global placement | 3632 | 4.24 | 19700
## placed cells by master, fill, tap and decap left out, types with 18 or more instances in the layout
master / count
sky130_fd_sc_hd__a22o_1: 22
sky130_fd_sc_hd__clkdlybuf4s50_1: 596
sky130_fd_sc_hd__nand3_1: 20
sky130_fd_sc_hd__o221ai_1: 20
sky130_fd_sc_hd__and2_1: 18
sky130_fd_sc_hd__o22ai_1: 145
sky130_fd_sc_hd__buf_4: 84
sky130_fd_sc_hd__mux2i_1: 86
sky130_fd_sc_hd__a221oi_1: 23
sky130_fd_sc_hd__a22oi_1: 63
sky130_fd_sc_hd__nor2_1: 176
sky130_fd_sc_hd__nand2_1: 187
sky130_fd_sc_hd__mux2_2: 97
sky130_fd_sc_hd__o21ai_0: 226
sky130_fd_sc_hd__a211oi_1: 23
sky130_fd_sc_hd__diode_2: 32
sky130_fd_sc_hd__nor2b_1: 21
sky130_fd_sc_hd__inv_1: 24
sky130_fd_sc_hd__nor3_1: 21
sky130_fd_sc_hd__a21oi_1: 282
sky130_fd_sc_hd__nand2b_1: 43
sky130_fd_sc_hd__a31oi_1: 41
sky130_fd_sc_hd__o211ai_1: 20
sky130_fd_sc_hd__a21o_1: 19
## cells by family after synthesis
group / after synthesis / share of synthesized area, %
AND-OR/OR-AND: 1030 / 50.6
AND/OR/NAND/NOR: 553 / 20.2
multiplexers: 203 / 18.5
buffers and inverters: 260 / 10.8
## routing by layer
metal  share of wire [%]  routed length (um)  up-vias  global-route usage, %
met5                0.49                 646        -                      0
met4                 4.3                5730       92                   9.37
met3                  14               18800      403                   11.7
met2                  44               57900     1838                   40.0
met1                  38               50100     9799                   32.1
li1                    -                   -     8818                      -
## power breakdown
| group | switching [W] | total [W] | leakage (nW) | internal [W] |
|---|---|---|---|---|
| combinational | 0.000446 | 0.000821 | 6.80 | 0.000375 |
| sequential | 0 | 0 | 0 | 0 |
| clock | 0 | 0.000000000244 | 0.000204 | 0.000000000244 |
## synthesized netlist by cell type, types with 13 or more instances
master                       n
sky130_fd_sc_hd__a211oi_1   23
sky130_fd_sc_hd__a21bo_2    17
sky130_fd_sc_hd__a21o_1     19
sky130_fd_sc_hd__a21oi_1   282
sky130_fd_sc_hd__a221o_1    13
sky130_fd_sc_hd__a221oi_1   23
sky130_fd_sc_hd__a22o_1     22
sky130_fd_sc_hd__a22oi_1    63
sky130_fd_sc_hd__a31oi_1    41
sky130_fd_sc_hd__and2_1     18
sky130_fd_sc_hd__buf_2     116
sky130_fd_sc_hd__buf_4      36
sky130_fd_sc_hd__buf_6      18
sky130_fd_sc_hd__clkbuf_1   57
sky130_fd_sc_hd__inv_1      26
sky130_fd_sc_hd__mux2_2     97
sky130_fd_sc_hd__mux2i_1    86
sky130_fd_sc_hd__mux4_2     17
sky130_fd_sc_hd__nand2_1   187
sky130_fd_sc_hd__nand2b_1   45
sky130_fd_sc_hd__nand3_1    20
sky130_fd_sc_hd__nor2_1    179
sky130_fd_sc_hd__nor2b_1    30
sky130_fd_sc_hd__nor3_1     21
sky130_fd_sc_hd__o211ai_1   20
sky130_fd_sc_hd__o21ai_0   226
sky130_fd_sc_hd__o221ai_1   20
sky130_fd_sc_hd__o22ai_1   145
sky130_fd_sc_hd__o32ai_1    14
Power figures rest on the tool's default switching activity, not on a simulated workload.
