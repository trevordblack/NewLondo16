===== /design/flow/config.mk =====
export PLATFORM = sky130hd
export DESIGN_NAME = arithmetic
export DESIGN_NICKNAME = arithmetic
export VERILOG_FILES = /design/flow/design.v
export SDC_FILE = /design/flow/constraint.sdc
export NUM_CORES = 4
export LEC_CHECK = 1
export CORE_UTILIZATION = 30

===== /design/flow/constraint.sdc =====
current_design arithmetic

set clk_period 9.7
set clk_io_pct 0.2

create_clock -name clk0 -period $clk_period

set non_clock_inputs [all_inputs -no_clocks]
set_input_delay [expr $clk_period * $clk_io_pct] -clock clk0 $non_clock_inputs
set_output_delay [expr $clk_period * $clk_io_pct] -clock clk0 [all_outputs]

===== /design/flow/design.v =====
module add_sub(value1, value2, control, signedness, value_out, 
	EN, flag_overflow, flag_carry
 );
	input [31:0] value1, value2;
	input control;
	input signedness;
	output reg [31:0] value_out;
	input EN;
	output reg flag_overflow;
	output reg flag_carry;
	wire value_2_twoc = (value2 ^ {32{control}});
	wire overflow, value_sum_sign;
	wire [31:0] value_sum;
	assign {overflow, value_sum} = {1'b0, value1} + {1'b0, value_2_twoc} + control;
	always @ (*) begin
		value_out = value_sum;
		flag_carry = 1'b0;
		flag_overflow = 1'b0;
	end
endmodule
module arithmetic(value1, value2, arith_control, shift_hex, value_out, flags, EN);
	input [31:0] value1, value2;
	input [2:0] arith_control;
	input [3:0] shift_hex;
	output reg [31:0] value_out;
	output [1:0] flags;
	input EN;
	always @ (*) begin
		case(arith_control)
			3'b010: value_out = add_sub_out;
			3'b011: value_out = add_sub_out;
			3'b100: value_out = asl_out;
			3'b101: value_out = asr_out;
			3'b110: value_out = add_sub_out;
			3'b111: value_out = add_sub_out;
			default: value_out = 32'b0;
		endcase
	end
	wire [31:0] add_sub_out;
	wire [31:0] asl_out;
	wire [31:0] asr_out;
	add_sub add_0(value1, value2, arith_control[2], add_sub_out, EN, flags[1], flags[0]);
	asl asl_0(value1, value2, shift_hex, asl_out, EN);
	asr asr_0(value1, value2, shift_hex, asr_out, EN);
endmodule
module asl(value1, value2, shift_hex, value_out, EN);
	input [31:0] value1, value2;
	input [3:0] shift_hex;
	output [31:0] value_out;
	input EN;
	wire or_unary = |value2[31:5];
	wire value2_shrink = value2[4:0];
	wire [4:0] shift_amt = (value2_shrink== 32'b0) ? 
		( {1'b0, shift_hex} + 5'b1) : (value2_shrink + {1'b0, shift_hex});
	assign value_out = (or_unary==1'b1) ? 32'b0 : (
		(shift_amt == 5'b00000) ? value1[31:0] :
		(shift_amt == 5'b00001) ? {value1[30:0], 01'b0 } :
		(shift_amt == 5'b00010) ? {value1[29:0], 02'b0 } :
		(shift_amt == 5'b00011) ? {value1[28:0], 03'b0 } :
		(shift_amt == 5'b00100) ? {value1[27:0], 04'b0 } :
		(shift_amt == 5'b00101) ? {value1[26:0], 05'b0 } :
		(shift_amt == 5'b00110) ? {value1[25:0], 06'b0 } :
		(shift_amt == 5'b00111) ? {value1[24:0], 07'b0 } :
		(shift_amt == 5'b01000) ? {value1[23:0], 08'b0 } :
		(shift_amt == 5'b01001) ? {value1[22:0], 09'b0 } :
		(shift_amt == 5'b01010) ? {value1[21:0], 10'b0 } :
		(shift_amt == 5'b01011) ? {value1[20:0], 11'b0 } :
		(shift_amt == 5'b01100) ? {value1[19:0], 12'b0 } :
		(shift_amt == 5'b01101) ? {value1[18:0], 13'b0 } :
		(shift_amt == 5'b01110) ? {value1[17:0], 14'b0 } :
		(shift_amt == 5'b01111) ? {value1[16:0], 15'b0 } :
		(shift_amt == 5'b10000) ? {value1[15:0], 16'b0 } :
		(shift_amt == 5'b10001) ? {value1[14:0], 17'b0 } :
		(shift_amt == 5'b10010) ? {value1[13:0], 18'b0 } :
		(shift_amt == 5'b10011) ? {value1[12:0], 19'b0 } :
		(shift_amt == 5'b10100) ? {value1[11:0], 20'b0 } :
		(shift_amt == 5'b10101) ? {value1[10:0], 21'b0 } :
		(shift_amt == 5'b10110) ? {value1[09:0], 22'b0 } :
		(shift_amt == 5'b10111) ? {value1[08:0], 23'b0 } :
		(shift_amt == 5'b11000) ? {value1[07:0], 24'b0 } :
		(shift_amt == 5'b11001) ? {value1[06:0], 25'b0 } :
		(shift_amt == 5'b11010) ? {value1[05:0], 26'b0 } :
		(shift_amt == 5'b11011) ? {value1[04:0], 27'b0 } :
		(shift_amt == 5'b11100) ? {value1[03:0], 28'b0 } :
		(shift_amt == 5'b11101) ? {value1[02:0], 29'b0 } :
		(shift_amt == 5'b11110) ? {value1[01:0], 30'b0 } :
		(shift_amt == 5'b11111) ? {value1[00:0], 31'b0 } : 32'b0);
endmodule
module asr(value1, value2, shift_hex, value_out, EN);
	input [31:0] value1, value2;
	input [3:0] shift_hex;
	output [31:0] value_out;
	input EN;
	wire or_unary = |value2[31:5];
	wire value2_shrink = value2[4:0];
	wire [4:0] shift_amt = (value2_shrink== 32'b0) ? 
		( {1'b0, shift_hex} + 5'b1) : (value2_shrink + {1'b0, shift_hex});
	assign value_out = (or_unary==1'b1) ? 32'b0 : (
		(shift_amt == 5'b00000) ? value1[31:0] :
		(shift_amt == 5'b00001) ? {{01{value1[31]}}, value1[31:01]} :
		(shift_amt == 5'b00010) ? {{02{value1[31]}}, value1[31:02]} :
		(shift_amt == 5'b00011) ? {{03{value1[31]}}, value1[31:03]} :
		(shift_amt == 5'b00100) ? {{04{value1[31]}}, value1[31:04]} :
		(shift_amt == 5'b00101) ? {{05{value1[31]}}, value1[31:05]} :
		(shift_amt == 5'b00110) ? {{06{value1[31]}}, value1[31:06]} :
		(shift_amt == 5'b00111) ? {{07{value1[31]}}, value1[31:07]} :
		(shift_amt == 5'b01000) ? {{08{value1[31]}}, value1[31:08]} :
		(shift_amt == 5'b01001) ? {{09{value1[31]}}, value1[31:09]} :
		(shift_amt == 5'b01010) ? {{10{value1[31]}}, value1[31:10]} :
		(shift_amt == 5'b01011) ? {{11{value1[31]}}, value1[31:11]} :
		(shift_amt == 5'b01100) ? {{12{value1[31]}}, value1[31:12]} :
		(shift_amt == 5'b01101) ? {{13{value1[31]}}, value1[31:13]} :
		(shift_amt == 5'b01110) ? {{14{value1[31]}}, value1[31:14]} :
		(shift_amt == 5'b01111) ? {{15{value1[31]}}, value1[31:15]} :
		(shift_amt == 5'b10000) ? {{16{value1[31]}}, value1[31:16]} :
		(shift_amt == 5'b10001) ? {{17{value1[31]}}, value1[31:17]} :
		(shift_amt == 5'b10010) ? {{18{value1[31]}}, value1[31:18]} :
		(shift_amt == 5'b10011) ? {{19{value1[31]}}, value1[31:19]} :
		(shift_amt == 5'b10100) ? {{20{value1[31]}}, value1[31:20]} :
		(shift_amt == 5'b10101) ? {{21{value1[31]}}, value1[31:21]} :
		(shift_amt == 5'b10110) ? {{22{value1[31]}}, value1[31:22]} :
		(shift_amt == 5'b10111) ? {{23{value1[31]}}, value1[31:23]} :
		(shift_amt == 5'b11000) ? {{24{value1[31]}}, value1[31:24]} :
		(shift_amt == 5'b11001) ? {{25{value1[31]}}, value1[31:25]} :
		(shift_amt == 5'b11010) ? {{26{value1[31]}}, value1[31:26]} :
		(shift_amt == 5'b11011) ? {{27{value1[31]}}, value1[31:27]} :
		(shift_amt == 5'b11100) ? {{28{value1[31]}}, value1[31:28]} :
		(shift_amt == 5'b11101) ? {{29{value1[31]}}, value1[31:29]} :
		(shift_amt == 5'b11110) ? {{30{value1[31]}}, value1[31:30]} :
		(shift_amt == 5'b11111) ? {{31{value1[31]}}, value1[31]} : 32'b0);
endmodule

===== /design/flow/run.sh =====
#!/bin/bash
# OpenROAD 26Q1-2900-gdf79404cd8, Yosys 0.63+post, stock flow scripts
make -C /OpenROAD-flow-scripts/flow DESIGN_CONFIG=/design/flow/config.mk WORK_HOME=/design/flow/orfs finish

==> impl_metrics.tcl <==
# implementation run metrics
set metrics [dict create \
    status "completed" \
    dp_hpwl_mm 29.05 \
    critPathCaptureType "output port" \
    p_per_area_nw_per_um2 50.45 \
    ctsResizeCount 0 \
    vias_per_cell 7.314 \
    tool_warnings 38 \
    worstPathMaxFanout 57 \
    whs_ps 4858 \
    syn2layout_area_growth_pct 15.01 \
    syn-instance-count 1170 \
    row_count 54 \
    postCtsSetupRepairBufs 0 \
    fill_cells 2440 \
    nClkBuffers 0 \
    yosysChipArea_sq_um 6635 \
    critPathLaunch "shift_hex[0]" \
    yosys.stat.seqShare_pct 0 \
    grt_max_degree 65 \
    max_freq_ghz 0.1309 \
    drv_cap 0 \
    pre_cts_slack_ps 2233 \
    hold_depth 4 \
    start_kind "input port" \
    top_cell_area_share_pct 10.64 \
    min_to "value_out[17]" \
    pin_count 106 \
    grt_antenna_before_repair 4 \
    crit_type "in -> out" \
    setup_tns_ps 0 \
    drive_above_1_share_pct 7.539 \
    wirelength_mm 43.76 \
    grt_pass1_vias 9684 \
    grt_use_total_pct 38.67 \
    vdd_drop_max_v 0.00002560 \
    power_uw 385.0 \
    dr.max_layer_used "met4" \
    wl_per_cell_microns 30.48 \
    floorplan.core_util_pct 30.50 \
    switching_share_pct 67.52 \
    drt_pass1_iterations 8 \
    critPathArrivalTime_ps 5700 \
    finalCritPeriodShare_pct 78.77 \
    netlist_area_sq_um 6635 \
    met2_length_mm 17.48 \
    leakage_nw 2.498 \
    yosys_cells 1170 \
    p_switching_uw 260.0 \
    maxSlewHeadroom_pct 31.19 \
    grt_pass1_wl_mm 64.55 \
    critPathSlowestCell "nor2_1" \
    seqCellArea_sq_um 0 \
    slew_violations 0 \
    power.internal_uw 125.1 \
    top_cell "nand2_1" \
    hp-class "in -> out" \
    gp_congestion 1.086 \
    met3RoutedLength_mm 6.870 \
    drt_first_iter_violations 1664 \
    hold_path_startpoint "arith_control[0]" \
    setup_ws_ps 2059 \
    critPathBufInv 3 \
    synth_cell_types 76 \
    core_sq_um 21760 \
    avgSynthCellArea_sq_um 5.671 \
    largest_area_cell "a21oi_1" \
    slowest_delay_ps 860 \
    grt_setup_unrepaired "false" \
    setup_viol 0 \
    cp.depth 8 \
    final_antenna_net_count 0 \
    grt_overflow_total 0 \
    cp_cell_sequence "buf_4 > nor2_1 > nand2_1 > buf_4 > nor2_1 > a21oi_1 > o41ai_1 > clkdlybuf4s50_1" \
    die_height_microns 150.7 \
    vias 10503 \
    flops 0 \
    hold_viol 0 \
    drc 0 \
    period_needed_ps 7641 \
    die_area_sq_um 22720 \
    wl_met1_mm 16.13 \
    cp.required_ps 7760 \
    cp_top_family "simple AND/OR/NAND/NOR gates" \
    worstMarginPinSlew_ps 1028 \
    ctsHoldBuffers 0 \
    port_buffers 98 \
    netlist_top_cells_count "151 x nand2_1, 141 x a21oi_1, 115 x o21ai_0" \
    area_leaders "a21oi_1 11%, o21ai_0 8.7%, nand2_1 8.5%" \
    combGateArea_sq_um 5858 \
    yosysWarnings 37 \
    die_x_microns 150.7 \
]
## metal layers
metal | track usage [%] | up-vias
met5 | 0 | -
met4 | 23.55 | 0
met3 | 13.54 | 264
met2 | 53.60 | 998
met1 | 50.87 | 4777
li1 | - | 4464
## layout make-up
class,instances,share of cell area (%)
inverter,17,0.8362
tap,280,4.591
timing repair buffer,150,17.74
antenna,2,0.06558
multi-input combinational,987,76.77
## kinds of logic (layout without fill, tap and decap cells)
| kind of cell | Yosys count | count (layout) | synth area share (%) |
|---|---|---|---|
| compound gates | 571 | 571 | 57.19 |
| simple gates | 391 | 391 | 27.25 |
| buf+inv | 184 | 167 | 11.80 |
| mux | 23 | 23 | 3.696 |
| other cells | 1 | 4 | 0.05652 |
## per-stage QoR
stage | instance area [sq um] | utilization, % | cells
2_1_floorplan | 6639 | - | 1171
3_3_place_gp | 7626 | 35.05 | 1434
3_5_place_dp | 7626 | 35.05 | 1434
4_1_cts | 7626 | 35.05 | 1434
5_1_grt | 7629 | 35.06 | 1435
6_report | 7631 | 35.08 | 1436
## layout by cell type (no fill, tap or decap), types with 16 or more instances in the layout
cell,instances
a211oi_1,20
a21oi_1,141
a221oi_1,23
a22oi_1,32
buf_4,55
clkdlybuf4s50_1,93
inv_1,16
nand2_1,151
nand2b_1,23
nand3_1,20
nor2_1,104
nor3_1,28
o211ai_1,21
o21ai_0,115
o221ai_1,25
o22ai_1,55
## tightest hold or removal path, delay by kind of cell
family	cells	cell delay, ps
buffers and inverters	2	700
AND-OR/OR-AND	2	280
## worst max-delay path by stage
stage	to	slack, ps
after CTS	value_out[28]	2210
after global routing	value_out[5]	1830
final	value_out[12]	2060
